**design.v**
```verilog
module bank_ticket_machine (
    input clk,
    input reset,
    input customer_request,
    input [3:0] officer_request,  
    input [1:0] service_type,     
    output reg [6:0] ticket_display,  
    output reg [6:0] desk_display,    
    output wire [3:0] waiting_customers_display,  
    output reg [6:0] letter_display,  
	 output reg [6:0] handle_ticket_number_display,  
	 output reg [6:0] handle_ticket_letter_display  
);
    parameter IDLE = 2'b00;
    parameter DISPENSE = 2'b01;
    parameter HANDLE_REQUEST = 2'b10;
    reg [1:0] current_state, next_state;
    reg [3:0] service1_count, service2_count, service3_count;
    reg [3:0] ticket_number;
    reg [3:0] waiting_customers;
    reg [1:0] current_desk;
	 reg [1:0] pre_service_type;
	 reg [3:0] pre_officer_request;
	 reg [5:0] ticket_queue [0:15];  
    integer head, tail;  
    always @(posedge clk or posedge reset) begin
        if (reset) begin
            current_state <= IDLE;
        end else begin
            current_state <= next_state;
        end
    end
    always @(*) begin
	     if (reset) begin
			  next_state = current_state;
			  ticket_display = 7'b0000000;
			  desk_display = 7'b0000000;
			  letter_display = 7'b0000000;
		  end else
			  case (current_state)
					IDLE: begin
						 if (customer_request) begin
							  next_state = DISPENSE;
							  pre_service_type = service_type;
						 end else if (officer_request != 4'b0000) begin
							  next_state = HANDLE_REQUEST;
							  pre_officer_request = officer_request;
						 end
					end
					DISPENSE: begin
						 case (pre_service_type)
							  2'b00: begin
									ticket_number = service1_count;
									letter_display = 7'b1110111;  
							  end
							  2'b01: begin
									ticket_number = service2_count;
									letter_display = 7'b0011111;  
							  end
							  2'b10: begin
									ticket_number = service3_count;
									letter_display = 7'b1001110;  
							  end
							  default: begin
									ticket_number = 4'b0000;
									letter_display = 7'b0000000;
							  end
						 endcase
						 ticket_display = ticket_to_seg(ticket_number);
						 if (officer_request != 4'b0000) begin
							  next_state = HANDLE_REQUEST;
							  pre_officer_request = officer_request;
						 end else if (!customer_request) begin
							  next_state = IDLE;
						 end
					end
					HANDLE_REQUEST: begin
						 case (pre_officer_request)
							  4'b0001: current_desk = 2'b00;  
							  4'b0010: current_desk = 2'b01;  
							  4'b0100: current_desk = 2'b10;  
							  4'b1000: current_desk = 2'b11;  
							  default: current_desk = 2'b00;  
						 endcase
						 desk_display = desk_to_seg(current_desk);
						 if (customer_request) begin
							  next_state = DISPENSE;
							  pre_service_type = service_type;
						 end else if (officer_request == 4'b0000) begin
							  next_state = IDLE;
							  desk_display = 7'b0000000;
							  pre_officer_request = officer_request;
						 end
					end
					default: next_state = IDLE;
			  endcase
    end
    always @(posedge clk or posedge reset) begin
        if (reset) begin
            service1_count <= 4'b0000;
            service2_count <= 4'b0000;
            service3_count <= 4'b0000;
            waiting_customers <= 4'b0000;
			   head = 0;
			   tail = 0;
        end else begin
            if (next_state == DISPENSE) begin
				    if ((tail + 1) % 16 != head) begin  
						 case (pre_service_type)
							  2'b00: begin
									service1_count = service1_count + 1;
									ticket_queue[tail] = {pre_service_type, service1_count};
									tail = (tail + 1) % 16;
							  end
							  2'b01: begin
									service2_count = service2_count + 1;
									ticket_queue[tail] = {pre_service_type, service2_count};
									tail = (tail + 1) % 16;
							  end
							  2'b10: begin
									service3_count = service3_count + 1;
									ticket_queue[tail] = {pre_service_type, service3_count};
									tail = (tail + 1) % 16;
							  end
						 endcase
						 waiting_customers <= waiting_customers + 1;
					end
            end else if (next_state == HANDLE_REQUEST && head!=tail) begin
                waiting_customers <= waiting_customers - 1;
					 case (ticket_queue[head][5:4])
					     2'b00: begin
						      handle_ticket_number_display = ticket_to_seg(ticket_queue[head][3:0]);
								handle_ticket_letter_display = 7'b1110111;  
						  end
                    2'b01: begin
						      handle_ticket_number_display = ticket_to_seg(ticket_queue[head][3:0]);
								handle_ticket_letter_display = 7'b0011111;  
						  end
                    2'b10: begin
						      handle_ticket_number_display = ticket_to_seg(ticket_queue[head][3:0]);
								handle_ticket_letter_display = 7'b1001110;  
						  end
                endcase
					 head = (head + 1) % 16;
            end
        end
    end
    assign waiting_customers_display = waiting_customers;
    function [6:0] ticket_to_seg;
        input [3:0] num;
        begin
            case (num)
                4'b0000: ticket_to_seg = 7'b1111110;  
                4'b0001: ticket_to_seg = 7'b0110000;  
                4'b0010: ticket_to_seg = 7'b1101101;  
                4'b0011: ticket_to_seg = 7'b1111001;  
                4'b0100: ticket_to_seg = 7'b0110011;  
                4'b0101: ticket_to_seg = 7'b1011011;  
                4'b0110: ticket_to_seg = 7'b1011111;  
                4'b0111: ticket_to_seg = 7'b1110000;  
                4'b1000: ticket_to_seg = 7'b1111111;  
                4'b1001: ticket_to_seg = 7'b1111011;  
                default: ticket_to_seg = 7'b0000000;  
            endcase
        end
    endfunction
    function [6:0] desk_to_seg;
        input [1:0] num;
        begin
            case (num)
                2'b00: desk_to_seg = 7'b1111110;  
                2'b01: desk_to_seg = 7'b0110000;  
                2'b10: desk_to_seg = 7'b1101101;  
                2'b11: desk_to_seg = 7'b1111001;  
                default: desk_to_seg = 7'b0000000;  
            endcase
        end
    endfunction
endmodule
```
**run.sh**
```bash
#!/bin/bash
# OpenROAD 26Q1-2900-gdf79404cd8, Yosys 0.63+post, stock flow scripts
make -C /OpenROAD-flow-scripts/flow DESIGN_CONFIG=/design/flow/config.mk WORK_HOME=/design/flow/orfs finish
```
**config.mk**
```make
export PLATFORM = sky130hd
export DESIGN_NAME = bank_ticket_machine
export DESIGN_NICKNAME = bank_ticket_machine
export VERILOG_FILES = /design/flow/design.v
export SDC_FILE = /design/flow/constraint.sdc
export NUM_CORES = 4
export LEC_CHECK = 1
export CORE_UTILIZATION = 50
```
**constraint.sdc**
```tcl
current_design bank_ticket_machine

set clk_period 3.4
set clk_io_pct 0.2

create_clock -name clk0 -period $clk_period [get_ports {clk}]

set non_clock_inputs [all_inputs -no_clocks]
set_input_delay [expr $clk_period * $clk_io_pct] -clock clk0 $non_clock_inputs
set_output_delay [expr $clk_period * $clk_io_pct] -clock clk0 [all_outputs]
```
==> impl_metrics.ini <==
; generated from flow reports
[floorplan]
rows = 44
die-height_um = 123
num_io_pins = 48
core_sq_um = 14500
chipArea_sq_um = 15200
fp-utilization_pct = 50.9
die_x_um = 123

[yosys]
async_flop_share_pct = 17.4
edf_count = 107
largest_area_cell = edfxtp_1
netlist_instances = 630
synth_cell_types = 67
yosys.stat.chipArea_sq_um = 7370
ys_seq_elements = 161
top_cells_by_area = edfxtp_1 (44%), dfrtp_1 (9.5%), ha_1 (5.4%)
flop_cell = edfxtp_1
syn_area_sq_um = 7370
synth-warning-count = 2
syn_area_per_cell_sq_um = 11.7
yosysTopAreaCellShare_pct = 43.6
yosys-stat-cells = 630

[timing]
fin_crit_ns = 3.06
worstMarginPinSlew_ns = 0.789
untimed_endpoints = 81
finalClockPeriodUsage_pct = 90.0
hold_viol = 0
setup_ws_ns = 0.339
fin_skew_ns = 0.00654
clock.fmax_ghz = 0.327
fin_hold_ws_ns = 0.523
rsz0062_at_grt = no
tns_ns = 0
finalSetupViolations = 0
final_max_slew_viol_count = 0
relSlewSlack_pct = 47.4
unclocked_regs = 26

[drt]
wl_per_cell_um = 18.5
wirelength_mm = 16.6
detail_route.iter0.violations = 409
drc = 0
dr.pass1.iters = 6
vias = 5048
vias_per_cell = 5.65
antennaDiodeCount = 0
drtAntennaViolNets = 0

[worst_hold_path]
hp-class = flop to flop

[placed_design]
gp_congestion = 0.899
dp.cells = 861
dpl_cell_area_sq_um = 8180
hpwl_mm = 11.6
port_buffers = 45
dpl_worst_slack_ns = 0.123

[layout]
final_design_area_no_fill_sq_um = 8760
area_growth_pct = 18.9
fin_util_pct = 60.5
layout_top_cell = edfxtp_1
final_cells = 893
fill_cells = 1125
drive_gt1_share_pct = 12.6
lay_top_cells = edfxtp_1 (107), nor2_1 (51), clkdlybuf4s50_1 (45)

[clock_tree]
clock_latency_ns = 0.42
postCtsSetupRepairBufs = 0
cts_root_buf = clkbuf_16
postCtsHoldBufs = 0
cts_tree = done
clkTransAtPathRegs_ns = 0.05
clk_path_buf_depth = 2
cts_buffers = 17
ctsResizeCount = 0
htreeDepth = 4

[setup_path]
arrival_ns = 3.23
crit_fanout = 16
crit_type = flop to flop
cp-start-kind = flop
cp.required_ns = 3.57
crit_path_end_kind = flop

[power]
power_mw = 7.48
power_density_nw_per_um2 = 853
p_leak_nw = 3.41
vdd_drop_max_v = 0.000543

[job]
max_cap_viol_count = 0
tool_warnings = 45

[grt]
first_global_vias = 5086
track_usage_pct = 24.7
grt-ovfl-total = 0
antenna_found_initial = 0
grt_pass1_wl_mm = 26.4
grt_max_degree = 34

[run_status]
status = finished, final reports clean
==> cells in the mapped netlist, types with 2 or more instances <==
library cell  number
edfxtp_1         107
nor2_1            51
nand2_1           39
a21oi_1           36
ha_1              32
inv_1             30
dfrtp_1           28
a22oi_1           26
dlxtn_1           26
o21ai_0           24
nand3_1           21
xnor2_1           20
clkbuf_1          16
xor2_1            16
a222oi_1          12
buf_2             12
mux2i_1           10
nor3_1            10
nand2b_1           8
a31oi_1            7
buf_4              7
nor2b_1            7
a21o_1             6
o211ai_1           6
mux2_1             5
a21oi_2            4
nand3b_1           4
nand4_1            4
o21a_1             4
a21boi_0           3
buf_1              3
mux2_2             3
o22ai_1            3
or2_2              3
and3_1             2
nand4b_1           2
nor2_2             2
o21ai_1            2
==> registers in the layout, summed over array words and instances (netlist names), 5 cells and up <==
| signal | cells |
|---|---|
| handle_ticket_number_display | 7 |
| head | 5 |
| ticket_display | 7 |
| desk_display | 6 |
| ticket_queue | 96 |
| tail | 5 |
| letter_display | 5 |
==> where the power goes <==
group	switching (mW)	internal, mW	total [mW]	leakage [nW]
sequential	0.250	2.23	2.48	1.53
combinational	1.81	1.41	3.22	1.60
clock	0.642	1.14	1.78	0.271
==> critical path, cell delays in order, from the launching register on <==
cell and delay (ns):
dfrtp_1 0.45, inv_1 0.18, ha_2 0.44, buf_4 0.21, a22oi_1 0.07, a21oi_1 0.17
o21ai_0 0.13, a31oi_1 0.42, inv_1 0.18, ha_1 0.25, inv_1 0.06, mux2i_1 0.06
a21o_1 0.18
==> logic make-up (layout without fill, tap and decap cells) <==
family                   count (synthesis)  after routing  synth area share (%)
AND-OR/OR-AND                          148            148                  13.9
XOR/XNOR                                37             37                  4.50
adder cells (fa/ha/maj)                 33             33                  5.70
buffers and inverters                   71            149                  4.30
flip-flops                             135            135                  53.1
latches                                 26             26                  5.30
multiplexers                            19             19                  2.89
other                                    1              2                0.0509
AND/OR/NAND/NOR                        160            160                  10.2
==> worst paths after layout <==
check / slack [ns] / start / depth (start not counted) / end
min: 0.52 / service2_count[3]$_DFFE_PP0P_ / 1 / service2_count[3]$_DFFE_PP0P_
min in group asynchronous: 1.01 / reset / 4 / current_state[0]$_DFF_PP0_
max reg2reg: 0.34 / head[0]$_DFFE_PP0P_ / 12 / handle_ticket_number_display[1]$_DFFE_PP_
min reg2reg: 0.52 / service2_count[3]$_DFFE_PP0P_ / 1 / service2_count[3]$_DFFE_PP0P_
max in group asynchronous: 2.10 / reset / 4 / service2_count[3]$_DFFE_PP0P_
max: 0.34 / head[0]$_DFFE_PP0P_ / 12 / handle_ticket_number_display[1]$_DFFE_PP_
==> metal layers <==
layer  share of wire [%]  track usage [%]
met2                  47             36.3
met4                 1.4             3.46
met3                 9.6             12.0
met5                   0             3.13
met1                  42             35.6
==> final cells by class <==
cell class | instances | area (sq um) | share of cell area [%]
inverter | 32 | 121 | 1.39
sequential | 161 | 4300 | 49.1
clock inverter | 12 | 134 | 1.53
multi-input combinational | 399 | 2770 | 31.6
timing repair buffer | 85 | 763 | 8.71
tap | 184 | 230 | 2.63
clock buffer | 20 | 437 | 4.98
No activity file was given, so power comes from the tool's default toggle rates.
